`/design/flow/run.sh`:
```
#!/bin/bash
# OpenROAD 26Q1-2900-gdf79404cd8, Yosys 0.63+post, stock flow scripts
make -C /OpenROAD-flow-scripts/flow DESIGN_CONFIG=/design/flow/config.mk WORK_HOME=/design/flow/orfs finish
```
`/design/flow/config.mk`:
```
export PLATFORM = sky130hd
export DESIGN_NAME = fft
export DESIGN_NICKNAME = fft
export VERILOG_FILES = /design/flow/design.v
export SDC_FILE = /design/flow/constraint.sdc
export NUM_CORES = 4
export LEC_CHECK = 1
export CORE_UTILIZATION = 50
export SYNTH_HDL_FRONTEND = slang
```
`/design/flow/constraint.sdc`:
```
current_design fft

set clk_period 42.2
set clk_io_pct 0.2

create_clock -name clk0 -period $clk_period [get_ports {clk}]

set non_clock_inputs [all_inputs -no_clocks]
set_input_delay [expr $clk_period * $clk_io_pct] -clock clk0 $non_clock_inputs
set_output_delay [expr $clk_period * $clk_io_pct] -clock clk0 [all_outputs]
```
`/design/flow/design.v`:
```
module fft
  #(parameter width=16, M=5)
   (input logic                clk,     
    input logic                reset,   
    input logic                start,   
    input logic                load,    
    input logic [M - 1:0]    rd_adr,  
    input logic [2*width-1:0]  rd,      
    output logic [2*width-1:0] wd,      
    output logic               done);   
   logic                       rdsel;       
   logic                       we0, we1;    
   logic [M - 1:0]           adr0a, adr0b, adr1a, adr1b;
   logic [M - 2:0]           twiddleadr;  
   logic [2*width-1:0]         twiddle, a, b, writea, writeb, aout, bout;
   logic [2*width-1:0]         rd0a, rd0b, rd1a, rd1b, val_in;
   assign val_in = rd;  
   assign writea = load ? val_in : aout;  
   assign writeb = load ? val_in : bout;
   assign wd = M[0] ? rd1a : rd0a;      
   assign a = rdsel ? rd1a : rd0a;
   assign b = rdsel ? rd1b : rd0b;
   fft_twiddleROM #(width, M) twiddlerom(twiddleadr, twiddle);
   fft_control    #(width, M) control(clk, start, reset, load, rd_adr, done, rdsel, 
                                        we0, adr0a, adr0b, we1, adr1a, adr1b, twiddleadr);
   twoport_RAM #(width, M) ram0(clk, we0, adr0a, adr0b, writea, writeb, rd0a, rd0b);
   twoport_RAM #(width, M) ram1(clk, we1, adr1a, adr1b,   aout,   bout, rd1a, rd1b);
   fft_butterfly #(width) bgu(twiddle, a, b, aout, bout);
endmodule  
module fft_butterfly
  #(parameter width=16)
   (input logic [2*width-1:0] twiddle,
    input logic [2*width-1:0]  a,
    input logic [2*width-1:0]  b,
    output logic [2*width-1:0] aout,
    output logic [2*width-1:0] bout);
   logic signed [width-1:0]    a_re, a_im, aout_re, aout_im, bout_re, bout_im;
   logic signed [width-1:0]    b_re_mult, b_im_mult;
   logic [2*width-1:0]         b_mult;
   assign a_re = a[2*width-1:width];
   assign a_im = a[width-1:0];
   complex_mult #(width) twiddle_mult(b, twiddle, b_mult);
   assign b_re_mult = b_mult[2*width-1:width];
   assign b_im_mult = b_mult[width-1:0];
   assign aout_re = a_re + b_re_mult;
   assign aout_im = a_im + b_im_mult;
   assign bout_re = a_re - b_re_mult;
   assign bout_im = a_im - b_im_mult;
   assign aout = {aout_re, aout_im};
   assign bout = {bout_re, bout_im};
endmodule  
module fft_control
  #(parameter width=16, M=5)
   (input logic             clk,
    input logic             start,
    input logic             reset,
    input logic             load,
    input logic [M-1:0]   rd_adr,
    output logic            done,
    output logic            rdsel,
    output logic            we0,
    output logic [M-1:0]  adr0a,
    output logic [M-1:0]  adr0b,
    output logic            we1,
    output logic [M-1:0]  adr1a,
    output logic [M-1:0]  adr1b,
    output logic [M-2:0]  twiddleadr);
   logic                    enable;
   always_ff @(posedge clk)
     begin
	if      (start) enable <= 1;
	else if (done || reset)  enable <= 0;
     end
   logic [M-1:0]         adrA, adrB;
   logic                   we0_agu;
   fft_agu #(width, M) fft_agu(clk, enable, reset, load,
                                 done, rdsel, we0_agu, we1,
                                 adrA, adrB, twiddleadr);
   logic [M - 1:0]     adr_load;  
   bit_reverse #(M) reverseaddr(rd_adr, adr_load);
   logic [M-1:0]       out_idx;
   always_ff @(posedge clk)
     if      (reset) out_idx <= 0;
     else if (done)  out_idx <= out_idx + 1'b1;
   always_comb begin
      if      (done) adr0a = out_idx;
      else if (load) adr0a = adr_load;
      else           adr0a = adrA;
      if      (done) adr1a = out_idx;
      else           adr1a = adrA;
      if      (load) adr0b = adr_load;
      else           adr0b = adrB;
      adr1b = adrB;
      we0   = load | we0_agu;
   end
endmodule  
module fft_agu
  #(parameter width=16, M=5)
   (input logic            clk,
    input logic            enable,
    input logic            reset,
    input logic            load,
    output logic           done,
    output logic           rdsel,
    output logic           we0,
    output logic           we1,
    output logic [M-1:0] adrA,
    output logic [M-1:0] adrB,
    output logic [M-2:0] twiddleadr);
   logic [M-1:0]         fftLevel = 0;
   logic [M-1:0]         flyInd = 0;
   always_ff @(posedge clk) begin
      if (reset) begin
         fftLevel <= 0;
         flyInd <= 0;
      end
      else if(enable === 1 & ~done) begin
         if(flyInd < 2**(M - 1) - 1) begin
            flyInd <= flyInd + 1'd1;
         end else begin
            flyInd <= 0;
            fftLevel <= fftLevel + 1'd1;
         end
      end
   end  
   assign done = (fftLevel == (M));
   fft_agu_adrcalc #(width, M) adrcalc(fftLevel, flyInd, adrA, adrB, twiddleadr);
   assign rdsel = fftLevel[0];
   assign we0 =   fftLevel[0] & enable;
   assign we1 =  ~fftLevel[0] & enable;
endmodule  
module fft_agu_adrcalc
  #(parameter width=16, M=5)
   (input logic  [M-1:0] fftLevel,
    input logic  [M-1:0] flyInd,
    output logic [M-1:0] adrA,
    output logic [M-1:0] adrB,
    output logic [M-2:0] twiddleadr);
   logic [M-1:0]         tempA, tempB;
   logic signed [M-1:0]  mask, smask;  
   always_comb begin
      tempA = flyInd << 1'd1;
      tempB = tempA  +  1'd1;
      adrA  = ((tempA << fftLevel) | (tempA >> (M - fftLevel)));
      adrB  = ((tempB << fftLevel) | (tempB >> (M - fftLevel)));
      mask       = {1'b1, {M-1{1'b0}} };
      smask      = mask >>> fftLevel;
      twiddleadr = smask & flyInd;
   end
endmodule  
module mult
  #(parameter width=16)
   (input logic signed [width-1:0]  a,
    input logic signed [width-1:0]  b,
    output logic signed [width-1:0] out);
   logic [2*width-1:0]              untruncated_out;
   assign untruncated_out = a * b;
   assign out = untruncated_out[2*width-2:width-1] + untruncated_out[width-2];
endmodule  
module complex_mult
  #(parameter width=16)
   (input logic [2*width-1:0]  a,
    input logic [2*width-1:0]  b,
    output logic [2*width-1:0] out);
   logic signed [width-1:0]    a_re, a_im, b_re, b_im, out_re, out_im;
   assign a_re = a[2*width-1:width]; assign a_im = a[width-1:0];
   assign b_re = b[2*width-1:width]; assign b_im = b[width-1:0];
   logic signed [width-1:0]    a_re_be_re, a_im_b_im, a_re_b_im, a_im_b_re;
   mult #(width) m1 (a_re, b_re, a_re_be_re);
   mult #(width) m2 (a_im, b_im, a_im_b_im);
   mult #(width) m3 (a_re, b_im, a_re_b_im);
   mult #(width) m4 (a_im, b_re, a_im_b_re);
   assign out_re = (a_re_be_re) - (a_im_b_im);
   assign out_im = (a_re_b_im) + (a_im_b_re);
   assign out = {out_re, out_im};
endmodule  
module bit_reverse
  #(parameter M=5)
   (input logic [M-1:0] in,
    output logic [M-1:0] out);
   genvar                  i;
   generate
      for(i=0; i<M; i=i+1) begin : BIT_REVERSE
	 assign out[i] = in[M-i-1];
      end
   endgenerate
endmodule  
module twoport_RAM
  #(parameter width=16, M=5)
   (input logic                clk,
    input logic                we,
    input logic [M-1:0]      adra,
    input logic [M-1:0]      adrb,
    input logic [2*width-1:0]  wda,
    input logic [2*width-1:0]  wdb,
    output logic [2*width-1:0] rda,
    output logic [2*width-1:0] rdb);
   reg [2*width-1:0]           mem [2**M-1:0];
   always @(posedge clk)
     if (we)
       begin
          mem[adra] <= wda;
          mem[adrb] <= wdb;
       end
   assign rda = mem[adra];
   assign rdb = mem[adrb];
endmodule  
module fft_twiddleROM
  #(parameter width=16, M=5)
   (input logic  [M-2:0] twiddleadr,  
    output logic [2*width-1:0] twiddle);
   logic [2*width-1:0]         vectors [0:2**(M-1)-1];
   initial $readmemb("rom/twiddle.vectors", vectors);
   assign twiddle = vectors[twiddleadr];
endmodule  
```
==> impl_metrics.env <==
# physical design summary
export IMPL_fin_hold_ws_ns=0.5298
export IMPL_tritoncts="built"
export IMPL_post_route_min_period_ns=16.56
export IMPL_ys_flops=2064
export IMPL_critPathArrivalTime_ns=8.12
export IMPL_async_flop_share_pct=0
export IMPL_r2r_slack_ns=32.83
export IMPL_end_kind="primary output"
export IMPL_track_usage_pct=39.94
export IMPL_power_mw=5.266
export IMPL_post_dp_hpwl_um=223300
export IMPL_yosys_area_top_type="edfxtp_1"
export IMPL_postSynthAreaPerCell_um2=11.81
export IMPL_drc=0
export IMPL_ys_warn_count=0
export IMPL_top_cells_by_count="edfxtp_1, nand2_1, clkbuf_1"
export IMPL_totalWireLength_um=383100
export IMPL_crit_required_ns=33.76
export IMPL_top_area_share_pct=59.20
export IMPL_wl_per_cell_um=33.40
export IMPL_utilization_pct=56.05
export IMPL_cts_buffer_depth=3
export IMPL_flop_cell="edfxtp_1"
export IMPL_max_freq_mhz=60.40
export IMPL_initial_core_util_pct=50.52
export IMPL_crit_end="wd[11]"
export IMPL_leakage_nw=41.00
export IMPL_edf_count=2048
export IMPL_warnings=36
export IMPL_drv_slew=0
export IMPL_dieArea_um2=209600
export IMPL_setup_tns_ns=0
export IMPL_clkTransAtPathRegs_ns=0.06
export IMPL_ff2ff_path_depth=21
export IMPL_clock_sinks=2064
export IMPL_status="finished, final reports clean"
export IMPL_worst_pin_slew_ns=1.179
export IMPL_grt_max_degree=117
export IMPL_chipWidth_um=457.8
export IMPL_overflow=0
export IMPL_synth_most_common_cell="edfxtp_1"
export IMPL_clock_latency_ns=0.90
export IMPL_cts_buffers=219
export IMPL_min_period_over_period_pct=39.23
export IMPL_place_congestion=1.034
export IMPL_ant_nets=0
export IMPL_path_class="flip-flop to primary output"
export IMPL_hold_viol=0
export IMPL_area_growth_syn_to_layout_pct=10.94
export IMPL_cp_max_fo=39
export IMPL_grt_antenna_before_repair=15
export IMPL_relSlewSlack_pct=21.38
export IMPL_initialDrtViolationCount=7088
export IMPL_cts_setup_buffers=0
export IMPL_vias_per_cell=6.600
export IMPL_syn_area_um2=103900
export IMPL_post_cts_resized=0
export IMPL_r2r_end="ram0.mem[11][30]"
export IMPL_setup_viol=0
export IMPL_drive_gt1_share_pct=17.80
export IMPL_htree_levels=4
export IMPL_port_buffers=73
export IMPL_cp_start_kind="flip-flop"
export IMPL_cts_hold_buf=0
export IMPL_ys_cells=8799
export IMPL_grt_pass1_vias=74529
export IMPL_synthCells=8799
export IMPL_coreArea_um2=205600
export IMPL_placed_cells=11072
export IMPL_instances_no_fill=11472
export IMPL_ctsRootBufferMaster="clkbuf_16"
export IMPL_ys_types=105
export IMPL_drtPass1Iterations=8
export IMPL_ys_area_um2=103900
export IMPL_die_h_um=457.8
export IMPL_p_per_area_nw_per_um2=45.69
export IMPL_drv_cap=0
export IMPL_skew_ns=0.05253
export IMPL_num_rows=166
export IMPL_synth_seq_share_pct=59.51
export IMPL_grt_pass1_wl_um=542700
export IMPL_ir_drop_mv=0.04865
export IMPL_r2r_start="control.fft_agu.fftLevel[2]"
export IMPL_hold_class="flip-flop to flip-flop"
export IMPL_rsz0062_at_grt="false"
export IMPL_setup_worst_path_start="control.fft_agu.fftLevel[2]"
export IMPL_vias=75712
export IMPL_num_io_pins=74
export IMPL_yosys_top_cells_area="edfxtp_1, nand2_1, mux2_2"
[cell type report]
type | instances | area, um2
fillers | 16364 | 90370
flip-flops and latches | 2064 | 61820
multi-input cells | 5728 | 38990
clock buffers | 284 | 5746
repair buffers | 515 | 4088
well taps | 2688 | 3363
clock inverters | 108 | 923.4
inverters | 77 | 297.8
diodes | 8 | 20.02
[worst min path at each step]
stage,start,to,slack [ns],cells after the start
4_1_cts,control.out_idx[0],control.out_idx[0],0.53,2
6_report,control.out_idx[0],control.out_idx[0],0.53,2
5_1_grt,control.out_idx[0],control.out_idx[0],0.55,2
[layer usage]
layer | routed length (um) | part of all wire, % | global-route usage [%]
met1 | 125300 | 33 | 50.55
met2 | 167000 | 44 | 54.33
met3 | 65850 | 17 | 27.32
met4 | 23970 | 6.3 | 18.41
met5 | 1054 | 0.28 | 3.352
[cell usage in the layout (no fill, tap or decap), types with 28 or more instances in the layout]
cell,n
xnor2_1,96
a311oi_1,91
nand3_1,465
and3_1,141
o31ai_1,59
nor3_1,129
or3_1,40
o22ai_1,34
clkinv_2,28
a31oi_1,64
a22oi_1,108
nor2_1,403
inv_1,67
nand2_1,1424
buf_4,439
edfxtp_1,2048
a221oi_1,92
clkbuf_16,220
o21ai_4,52
clkinv_1,59
o21ai_0,461
nand4_1,48
clkbuf_1,64
mux4_2,161
o21a_1,33
clkdlybuf4s50_1,72
mux2_2,447
mux2i_1,436
a21oi_1,485
[state kept, by name, indices dropped and copies added, names as in the netlist]
signal                    count
control.fft_agu.flyInd        5
control.fft_agu.fftLevel      5
ram1.mem                   1024
control.out_idx               5
control.enable                1
ram0.mem                   1024
[power breakdown]
| part | internal, mW | switching [mW] |
|---|---|---|
| sequential | 2.42 | 0.0119 |
| combinational | 0.311 | 0.688 |
| clock | 1.02 | 0.819 |
[metrics by stage]
stage               setup slack, ns  area, um2
CTS                           25.56     115200
finish                        25.64     115200
global route                  25.16     115200
detailed placement            26.14     108600
floorplan                     27.85     103900
global placement              26.36     108600
[cells by family after synthesis]
family                   share of synthesized area (%)
adder cells (fa/ha/maj)                         0.1084
AND/OR/NAND/NOR                                  11.65
multiplexers                                     12.60
flip-flops                                       59.51
XOR/XNOR                                         1.012
buffers and inverters                            4.194
AND-OR/OR-AND                                    10.93
[worst max-delay path, cell delays in order, from the launching register on]
cell and delay (ns):
dfxtp_1 0.58, ha_1 0.22, nand4bb_1 0.10, buf_4 0.28, inv_2 0.46, a211oi_2 0.25, a31oi_4 0.24, buf_4 0.40
buf_4 0.69, buf_4 0.67, buf_4 0.60, buf_4 0.58, mux4_2 0.59, a22oi_1 0.20, nand3_1 0.11, nor2_2 0.11
buf_4 0.33, inv_1 0.18, clkdlybuf4s50_1 0.44
